==> /design/flow/design.v <==
module Decoder4x16 (input [3:0] select, input enable, output reg [16:0] out);
always @(select, enable)
begin
    if(enable == 1'b0)
        out = 16'b0000000000000000;
    else if(enable == 1'b1)
        if(select == 4'b0000)
            out <= 16'b0000000000000001;
        else if(select == 4'b0001)
            out <= 16'b0000000000000010;
        else if(select == 4'b0010)
            out <= 16'b0000000000000100;
        else if(select == 4'b0011)
            out <= 16'b0000000000001000;
        else if(select == 4'b0100)
            out <= 16'b0000000000010000;
        else if(select == 4'b0101)
            out <= 16'b0000000000100000;
        else if(select == 4'b0110)
            out <= 16'b0000000001000000;
        else if(select == 4'b0111)
            out <= 16'b0000000010000000;
             else if(select == 4'b1110)
            out <= 16'b0100000000000000;
        else if(select == 4'b1000)
            out <= 16'b0000000100000000;
        else if(select == 4'b1001)
            out <= 16'b0000001000000000;
        else if(select == 4'b1010)
            out <= 16'b0000010000000000;
        else if(select == 4'b1011)
            out <= 16'b0000100000000000;
        else if(select == 4'b1100)
            out <= 16'b0001000000000000;
        else if(select == 4'b1101)
            out <= 16'b0010000000000000;
        else if(select == 4'b111)
            out <= 16'b0100000000000000;
        else if(select == 4'b1111)
            out <= 16'b1000000000000000;
    end
endmodule
==> /design/flow/run.sh <==
#!/bin/bash
# OpenROAD 26Q1-2900-gdf79404cd8, Yosys 0.63+post, stock flow scripts
make -C /OpenROAD-flow-scripts/flow DESIGN_CONFIG=/design/flow/config.mk WORK_HOME=/design/flow/orfs finish
==> /design/flow/config.mk <==
export PLATFORM = sky130hd
export DESIGN_NAME = Decoder4x16
export DESIGN_NICKNAME = Decoder4x16
export VERILOG_FILES = /design/flow/design.v
export SDC_FILE = /design/flow/constraint.sdc
export NUM_CORES = 4
export LEC_CHECK = 1
export CORE_AREA = 10 10 70 70
export DIE_AREA = 0 0 80 80
==> /design/flow/constraint.sdc <==
current_design Decoder4x16

set clk_period 2.2
set clk_io_pct 0.2

create_clock -name clk0 -period $clk_period

set non_clock_inputs [all_inputs -no_clocks]
set_input_delay [expr $clk_period * $clk_io_pct] -clock clk0 $non_clock_inputs
set_output_delay [expr $clk_period * $clk_io_pct] -clock clk0 [all_outputs]
==> datasheet_impl.txt <==
Physical implementation characteristics

Parameter                              Value

Worst setup path
  Critical path cell sequence    buf_6, nand3b_1, nor3_1, dlxtn_1, clkdlybuf4s50_1
  Critical Path Start Type    primary input
  Max stage delay on crit path    0.46 ns
  Setup crit end kind    output pin
  Critical path startpoint    select[3]
  Slowest stage cell, crit path    clkdlybuf4s50_1
  Kind of cell adding the most delay to the critical path    buffers and inverters
  Worst Path Class, Setup    in2out
  Buffer-and-inverter tally for the worst setup path    2
  Total stage count of the critical path    5
  Setup crit end    out[4]
  Largest fanout on the critical path    4
  Critical path arrival    1.70 ns
  Critical path data required time    1.76 ns

Synth
  YS chip area    369 µm²
  Multiplexer share of the synthesized area    0
  Synth flops    16
  Number of distinct library cell variants in the gate-level netlist after synthesis    11
  Netlist area before placement    369 µm²
  Adder and majority gate portion of the synthesized area    0
  Count of yosys warnings during synthesis    1
  Cell total in the yosys stat output    41
  Yosys aoi share    0
  Largest family of logic cells by area    simple AND/OR/NAND/NOR gates
  Parity-gate share of the synthesized area counting xor and xnor cells    0
  Count of mapped cells out of synthesis    41
  Synthesized area per cell    9.00 µm²
  Basic-gate share of the synthesized area counting and, or, nand and nor cells    0.319

Final layout
  Commonest non-fill, non-tap cell in the layout    conb_1
  Largest Register    out
  Number of flip-flops under the largest register name    16
  Layout Area Growth over Synthesis    90.5%
  Most frequent logic cells in the routed design    conb_1 (17), dlxtn_1 (15), nor2_1 (11)
  Final standard cell count with taps included and fillers excluded    123
  Post-layout instance area    703 µm²
  Registers with the highest flip-flop counts    out (16)
  Proportion of layout cells with a drive suffix above 1    0.143

Global routing
  Vias in the first global route    330
  First-pass GRT wire length    1580 µm
  Global-route congestion overflow total    0
  Number of antenna violations at the first check in global routing    0
  Total GRT Usage    0.0310
  Maximum number of pins on one net before global-route repair    8

Timing
  Worst setup slack after layout    0.0577 ns
  Count of endpoints without a timing constraint    16
  Number of register pins that no clock reaches    16
  Slew Limit Fails    0
  Final hold violation count    0
  Highest clock frequency the design can meet    0.467 GHz
  Cycle use final    0.974
  RSZ-0062 raised after global routing    no
  Final number of setup-violating endpoints    0
  Final critical delay including setup and external delays    2.14 ns

Floorplan
  Vertical die dimension    80 µm
  Placeable core area    3420 µm²
  Site row count    21
  Pre-Place Util    0.108
  Horizontal die dimension    80 µm
  Count of boundary I/O pins    22
  Floorplan die area    6400 µm²

Power and ir drop
  Proportion of total power due to net switching    0.354
  Leak pwr    0.380 nW
  Worst IR Drop VDD    0.0414 mV
  Proportion of power drawn by combinational gates    0.693
  P_int    0.0000356 W
  P_sw    0.0000195 W
  Total power per unit cell area    78.5 nW/µm²
  Part of the power in the clock network    0
  Part of the total power dissipated in sequential elements    0.307

Placement
  Total instance count after detailed placement    123
  Placed inst area    689 µm²
  DP Worst Slack    -0.581 ns
  Post-detail-place hpwl    888 µm
  Number of buffers added on ports    21
  GP Congestion    0.770

Route
  Violation count after the first detailed-routing iteration    2
  Drc violations    0
  Final wirelength    999 µm
  Vias per cell    2.73
  Antenna diode count    0
  Final ANT Viol Nets    0
  Overall via count from detail_route    336
  First-pass iteration count of the detailed router    2
  Wirelength per Cell    8.12 µm

Flow run
  Number of warnings in the stage logs    32
  Count of max-cap constraint violations    0

Outcome
  Outcome    complete, no violations

Clock tree
  Hold buffer count at CTS    0
cell usage after synthesis:
| library cell | n | area share |
|---|---|---|
| nand3b_1 | 2 | 0.041 |
| nor2_1 | 12 | 0.12 |
| conb_1 | 1 | 0.010 |
| nor3_2 | 1 | 0.027 |
| or3b_4 | 1 | 0.031 |
| nor3_1 | 3 | 0.041 |
| nand2_1 | 1 | 0.010 |
| nand2b_1 | 2 | 0.034 |
| nand3_1 | 1 | 0.014 |
| buf_4 | 1 | 0.020 |
| dlxtn_1 | 16 | 0.65 |
final cells by class:
class                   instances  area, µm²
multi-input cells              40        199
repair buffers                 21        205
flip-flops and latches         16        241
well taps                      46       57.6
fillers                       387       2710
power by group through the flow:
stage         logic [W]  clock network (W)  registers, W
CTS           0.0000394                  0     0.0000170
global route  0.0000442                  0     0.0000174
finish        0.0000383                  0     0.0000169
metal layers:
layer	share of wire	wire (µm)	vias up	global-route usage
li1	-	-	184	-
met5	0	0	-	0
met3	0.10	102	0	0.0114
met4	0	0	0	0
met1	0.46	456	140	0.0422
met2	0.44	440	12	0.0490
timing repair:
item                                    CTS  global route
pin swaps                                 6             3
setup buffers                             0             0
endpoints found under the setup margin   16             3
resized                                  33             4
cells by family (layout without fill, tap and decap cells):
family,count (synthesis),count (layout)
other cells,1,17
simple gates,23,23
latches,16,16
buf+inv,1,21
stage by stage:
step | power, W | utilization | TNS (ns)
after global placement | 0.0000542 | 0.202 | -6.52
after floorplan | 0.0000293 | - | 0
after global routing | 0.0000616 | 0.206 | 0
after detailed placement | 0.0000551 | 0.202 | -6.62
final | 0.0000552 | 0.206 | 0
after CTS | 0.0000564 | 0.203 | 0
No activity file was given, so power comes from the tool's default toggle rates.
